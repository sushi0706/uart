==> flow/design.v <==
module uart_rx(input clk_50M,						 
	       input rx,						 
	       output reg [7:0] rx_msg,					 
	       output reg rx_complete);					 
	parameter BAUD_RATE=115200;
	parameter PAYLOAD_BITS=8;
	parameter PARITY_BITS=0;
	parameter STOP_BITS=1;
	parameter CYCLES_PER_BIT=434;
	parameter IDLE=2'b00, START=2'b01, DATA=2'b10, STOP=2'b11;	 
	reg [1:0] state=IDLE;			 
	reg [3:0] index;			 
	reg [10:0] cycle_count;			 
	reg ff_rx_1=1'b1, ff_rx_2=1'b1;		 
	always@(posedge clk_50M) begin
		ff_rx_1<=rx;
		ff_rx_2<=ff_rx_1;
	end
	always@(posedge clk_50M) begin
		case(state)
			IDLE:begin
				cycle_count<=0;
				rx_complete<=0;
				index<=0;
				if(ff_rx_2) state<=IDLE;
				else state<=START;
			end
			START:begin
				if(cycle_count==(CYCLES_PER_BIT-1)/2) begin
					if(!ff_rx_2) begin
						state<=DATA;
						cycle_count<=0;
					end
					else state<=IDLE;
				end
				else begin
					cycle_count<=cycle_count+1;
					state<=START;
				end
			end
			DATA:begin
				if(cycle_count==CYCLES_PER_BIT-1) begin
					rx_msg[index]<=ff_rx_2;
					cycle_count<=0;
					if(index==7) state<=STOP;
					else begin
						index<=index+1;
						state<=DATA;
					end
				end
				else begin
					cycle_count<=cycle_count+1;
					state<=DATA;
				end
			end
			STOP:begin
				if(cycle_count==CYCLES_PER_BIT-1) begin
					cycle_count<=0;
					state<=IDLE;
					rx_complete<=1;
				end
				else begin
					cycle_count<=cycle_count+1;
					state<=STOP;
				end
			end
		endcase
	end 
endmodule 
==> flow/run.sh <==
#!/bin/bash
# OpenROAD 26Q1-2900-gdf79404cd8, Yosys 0.63+post, stock flow scripts
make -C /OpenROAD-flow-scripts/flow DESIGN_CONFIG=/design/flow/config.mk WORK_HOME=/design/flow/orfs finish
==> flow/config.mk <==
export PLATFORM = sky130hd
export DESIGN_NAME = uart_rx
export DESIGN_NICKNAME = uart_rx
export VERILOG_FILES = /design/flow/design.v
export SDC_FILE = /design/flow/constraint.sdc
export NUM_CORES = 4
export LEC_CHECK = 1
export CORE_AREA = 10 10 111 111
export DIE_AREA = 0 0 121 121
==> flow/constraint.sdc <==
current_design uart_rx

set clk_period 2.2
set clk_io_pct 0.2

create_clock -name clk0 -period $clk_period [get_ports {clk_50M}]

set non_clock_inputs [all_inputs -no_clocks]
set_input_delay [expr $clk_period * $clk_io_pct] -clock clk0 $non_clock_inputs
set_output_delay [expr $clk_period * $clk_io_pct] -clock clk0 [all_outputs]
==> impl_metrics.json <==
{
  "antenna_found_initial": 0,
  "grt_pass1_vias": 1055,
  "route.final.wire_length_mm": 2.77,
  "grt_first_pass_wirelength_mm": 4.83,
  "finalSetupViolations": 0,
  "p_per_area_nw_per_um2": 643,
  "min_period_ps": 2030,
  "gp_congestion": 0.825,
  "fp_util_pct": 15.5,
  "ys_types": 32,
  "finalHoldViolCount": 0,
  "final_layout_size_suffix_gt1_share_pct": 10.0,
  "cts_tree": "built",
  "cts_hold_repair.buffers": 0,
  "netlist_instances": 142,
  "ys_seq_share_pct": 52.2,
  "rsz0062_at_grt": "no",
  "max_slew_margin_pct": 74.3,
  "cp.required_ps": 2140,
  "postCtsSetupBuffers": 0,
  "drtPass1Iterations": 4,
  "boundaryPins": 11,
  "simple_gate_share_pct": 19.4,
  "grt_max_degree": 16,
  "vias_per_cell": 3.61,
  "wl_per_cell_um": 9.45,
  "synth_area_um2": 1530,
  "cpPeakStageDelay_ps": 430,
  "ys_cells": 142,
  "areaGrowthSynthToFinish_pct": 22.8,
  "critPathBufInv": 0,
  "crit_type": "register to register",
  "dieArea_um2": 14600,
  "status": "complete, no violations",
  "path_cells": "or3_4 -> nor3_1 -> o21ai_0 -> a21oi_1",
  "cp.arrival_ps": 1970,
  "finalMaxSlewViolations": 0,
  "insertedDiodeCount": 0,
  "ctsResizeCount": 0,
  "end_kind": "register",
  "lay_top_count": "edfxtp_1",
  "synth-adder-area-share_pct": 5.71,
  "cts.reportedPaths.clkPinSlew_ps": 90,
  "coreArea_um2": 9860,
  "vdd_drop_max_v": 0.000325,
  "dieWidth_um": 121,
  "crit_path_top_delay_cell": "edfxtp_1",
  "synthAoiAreaFrac_pct": 11.4,
  "synth-area-yosys_um2": 1530,
  "hold-worst-slack_ps": 332,
  "leakage_nw": 0.627,
  "clock-sinks": 28,
  "max-cap-violations": 0,
  "fmax_ghz": 0.493,
  "worstPathMaxFanout": 5,
  "synth_flops": 28,
  "most-common-layout-cells": "edfxtp_1 (24), nor2_1 (19), nand3_1 (11), inv_1 (10), clkdlybuf4s50_1 (10)",
  "cts_buffer_depth": 2,
  "cts_buffers": 3,
  "drcViolationCount": 0,
  "log.warning_count": 30,
  "syn_area_per_cell_um2": 10.8,
  "grt.total_usage_pct": 3.95,
  "yosys.area_share.xor_xnor_pct": 6.29,
  "fp-row-count": 36,
  "vias": 1057,
  "ant_nets": 0,
  "finalSetupTns_ps": 0,
  "dpl.hpwl_mm": 2.04,
  "drtIter0Drc": 52,
  "start_kind": "register",
  "path_delay_family": "simple AND/OR/NAND/NOR gates",
  "top_logic_kind": "simple AND/OR/NAND/NOR gates",
  "setup_slack_ps": 171,
  "htreeDepth": 1,
  "grt_remaining_overflow": 0,
  "mux_area_share_pct": 1.47,
  "die_h_um": 121,
  "fin_skew_ps": 2.30,
  "clock_latency_ps": 270,
  "fin_crit_sh_pct": 92.2,
  "portBuffers": 10,
  "holdCritPathClass": "register to register",
  "dp_slack_ps": 214,
  "worst_pin_slew_ps": 383,
  "cts_root_buffer": "clkbuf_8",
  "ys_warn_count": 1
}
layout make-up:
| type | count | area, um2 |
|---|---|---|
| clock buffers | 3 | 41.3 |
| clock inverters | 1 | 3.75 |
| fillers | 1054 | 7980 |
| inverters | 10 | 37.5 |
| multi-input cells | 101 | 679 |
| flip-flops and latches | 28 | 801 |
| well taps | 133 | 166 |
| repair buffers | 17 | 153 |
registers in the layout, summed over array words and instances, names as in the netlist:
signal / count
index: 4
ff_rx_1: 1
rx_complete: 1
ff_rx_2: 1
rx_msg: 8
cycle_count: 11
state: 2
final timing paths:
path	from	endpoint	slack, ps	cells past startpoint
worst max-delay path	cycle_count[9]$_DFFE_PP_	index[1]$_SDFFCE_PP0P_	170	4
worst max register to register	cycle_count[9]$_DFFE_PP_	index[1]$_SDFFCE_PP0P_	170	4
worst min register to register	ff_rx_1$_DFF_P_	ff_rx_2$_DFF_P_	330	0
worst min-delay path	ff_rx_1$_DFF_P_	ff_rx_2$_DFF_P_	330	0
cell usage after synthesis:
library cell,n,area [um2]
nand2b_1,5,31.3
edfxtp_1,24,721
clkbuf_1,2,7.51
nand3_1,11,55.1
nor2_1,19,71.3
nand2_1,6,22.5
or3_1,1,6.26
o41a_1,2,22.5
nor2b_1,2,12.5
o2bb2ai_1,3,26.3
o21ai_0,8,40.0
o31ai_1,1,7.51
nor4b_1,1,8.76
xor2_1,3,26.3
dfxtp_1,4,80.1
nor4_1,1,6.26
and2_1,1,6.26
nand4bb_1,1,11.3
o41ai_2,2,32.5
inv_1,10,37.5
xnor2_1,8,70.1
buf_4,1,7.51
a31oi_1,1,6.26
nor3_1,6,30.0
or3_4,2,22.5
mux2_2,2,22.5
o21a_1,2,15.0
o32a_1,1,10.0
ha_1,7,87.6
nand4_1,1,6.26
a21oi_1,3,15.0
nand3b_1,1,7.51
metal layers:
metal  up-vias  global-route usage, %  routed length, um
met5         -                      0                  0
met4         0                  0.226                 15
met3         2                   1.32                165
met2        13                   6.33               1230
met1       492                   5.33               1360
li1        550                      -                  -
worst reg2reg max path: stages (launching register included):
cell      delay (ps)
edfxtp_1         430
or3_4            410
nor3_1           330
o21ai_0          150
a21oi_1          370
cells by family (layout without fill, tap and decap cells):
family | Yosys count | count (layout)
buffers and inverters | 13 | 31
muxes | 2 | 2
and+or+nand+nor | 58 | 58
AOI/OAI and AO/OA | 23 | 23
adders and majority gates | 7 | 7
xor gates and xnor gates | 11 | 11
DFF | 28 | 28
power by group:
group	internal, mW	switching, mW	leakage (nW)
logic	0.111	0.125	0.321
registers	0.643	0.0567	0.283
clock network	0.125	0.150	0.0231
total	0.879	0.331	0.627
per-stage QoR:
step	cell area [um2]	power (mW)	cells	utilization (%)
2_1_floorplan	1530	0.875	142	-
3_3_place_gp	1840	0.943	289	18.6
3_5_place_dp	1840	0.945	289	18.6
4_1_cts	1880	1.23	293	19.1
5_1_grt	1880	1.29	293	19.1
6_report	1880	1.21	293	19.1
No activity file was given, so power comes from the tool's default toggle rates.
