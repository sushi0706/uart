## flow/design.v

```verilog
module uart_tx(input clk_50M,				 
		input tx_en,				 
		input [7:0] data,			 
		output reg tx,				 
		output reg tx_done);			 
	parameter BAUD_RATE=115200;
	parameter PAYLOAD_BITS=8;
	parameter PARITY_BITS=0;
	parameter STOP_BITS=1;
	parameter CYCLES_PER_BIT=434;
	parameter IDLE=2'b00, START_BIT=2'b01, DATA_BITS=2'b10, STOP_BIT=2'b11;	 
	reg [1:0] state=IDLE;	                 
	reg [10:0] cycle_count;	                 
	reg [3:0] index;			 
	always@(posedge clk_50M) begin
		case(state)
			IDLE: begin
				tx_done<=1'b0;
				tx<=1'b1;
				cycle_count<=11'd0;
				if(tx_en==1) begin
					state<=START_BIT;
				end
				else state<=IDLE;
			end
			START_BIT: begin
				tx<=1'b0;
				if(cycle_count==CYCLES_PER_BIT) begin
					index<=4'b0000;
					state<=DATA_BITS;
					cycle_count<=11'd0;
				end
				else begin
					cycle_count<=cycle_count+1;
					state<=START_BIT;
				end
			end
			DATA_BITS: begin
				tx<=data[index];
				if(cycle_count==CYCLES_PER_BIT) begin
					cycle_count<=11'd0;
					if(index==7) begin
						index<=0;
						state<=STOP_BIT;
					end
					else begin
						index<=index+1;
						state<=DATA_BITS;
					end
				end
				else begin
					cycle_count<=cycle_count+1;
					state<=DATA_BITS;
				end
			end
			STOP_BIT: begin
				tx<=1'b1;
				if(cycle_count==CYCLES_PER_BIT) begin
					cycle_count<=11'd0;
					tx_done<=1'b1;
					state<=IDLE;
				end
				else begin
					cycle_count<=cycle_count+1;
					state<=STOP_BIT;
				end
			end
		endcase
	end 
endmodule 
```

## flow/run.sh

```bash
#!/bin/bash
# OpenROAD 26Q1-2900-gdf79404cd8, Yosys 0.63+post, stock flow scripts
make -C /OpenROAD-flow-scripts/flow DESIGN_CONFIG=/design/flow/config.mk WORK_HOME=/design/flow/orfs finish
```

## flow/config.mk

```make
export PLATFORM = sky130hd
export DESIGN_NAME = uart_tx
export DESIGN_NICKNAME = uart_tx
export VERILOG_FILES = /design/flow/design.v
export SDC_FILE = /design/flow/constraint.sdc
export NUM_CORES = 4
export LEC_CHECK = 1
export CORE_AREA = 10 10 80 80
export DIE_AREA = 0 0 90 90
```

## flow/constraint.sdc

```tcl
current_design uart_tx

set clk_period 2.1
set clk_io_pct 0.2

create_clock -name clk0 -period $clk_period [get_ports {clk_50M}]

set non_clock_inputs [all_inputs -no_clocks]
set_input_delay [expr $clk_period * $clk_io_pct] -clock clk0 $non_clock_inputs
set_output_delay [expr $clk_period * $clk_io_pct] -clock clk0 [all_outputs]
```

==> CHANGELOG.md <==
## Flow update

- Slew Viols, Final: 0
- Transition time at the pin with the least slew margin: between 0.3 and 0.4 ns
- Number of buffers added to fix hold violations after cts: 0
- Maximum number of pins on one net before global-route repair: 11
- Pre-antenna DRT Iters: 4
- Critical path data required time: 2.29 ns
- Share of post-route cells with drive strength above 1: 0.102
- Synth Register Bits: 19
- Mean number of vias per cell: between 3 and 4
- Dpl hpwl: 1340 um
- Hold Path Cell Cnt: 2
- Critical path depth in cells: 6
- Core Density at Floorplan: 0.203
- Slowest CP cell: sky130_fd_sc_hd__or4_1
- Clock-pin slew on the worst setup and hold paths: roughly 0.070 ns
- Total core area: 0.00472 mm2
- Synth warnings: 1
- Power share of the clock group: 0.247
- Buffers added on ports: 11
- Final standard cell area without fillers: around 0.0012 mm2
- Per-instance average area after synthesis: around 9.6 um2
- Max Clock Freq: approximately 500 MHz
- Total setup violations reported at the end of the flow: 0
- TritonCTS sink count: 19
- Antenna violations before repair: 0
- Path type of the worst setup path: reg -> reg
- Global-route usage over all layers: 0.0449
- Antenna-violating nets left: 0
- Data arrival at the endpoint of the critical path: between 2 and 2.5 ns
- Setup repair after global routing missed its margin: false
- Element type at the critical path end: register
- Leakage dissipation: about 0.45 nW
- Fill cell total of the finished layout: slightly below 500
- H-tree Lvls: 1
- Fin Setup TNS: 0 ns
- Number of cell instances on the worst register-to-register path: 6
- Peak ir drop on the vdd network: between 0.3 and 0.4 mV
- Cell Count Post-Placement: 181
- Part of the Yosys area used for sequential elements: 0.450
- Fin crit period: 1.99 ns
- Combinational share of power: 0.306
- Power density of the placed cells: around 820 mW/mm2
- Count of different cell masters after synthesis: 26
- First-pass GRT wire length: 3080 um
- Worst Skew: 0.00335 ns
- Chip Area, Yosys: 957 um2
- Proportion of power drawn by flip-flops and latches: 0.447
- Hold violation total from the final report: 0
- Path class of the lowest-slack min-delay path: reg -> reg
- Cell chain of the critical path: inv_1 -> ha_1 -> or4b_1 -> or4_4 -> or4_1 -> o211ai_2
- Count of antenna diodes in the layout: 0
- Final Instance Count excl. Fillers: ~190
- Maximum root-to-sink buffer count: 2
- Clock latency on the worst-skew pair: 0.25 ns
- Post-cts gate resize count: 0
- Switching power as a share of total power: 0.271
- Yosys cell count: roughly 100
- Clock root buffer master: sky130_fd_sc_hd__clkbuf_8
- DRC violation total after the first TritonRoute iteration: 10
- Standard-cell row count: 25
- Critical path startpoint category: register
- Worst hold slack: roughly 0.52 ns
- Post-layout period usage of the worst path: 0.948
- Synth Instances: 100
- Sw Pwr: roughly 270 uW
- Internal portion of total power: between 700 and 800 uW
- Final WL: between 1500 and 2000 um
- Chip height: 90 um
- Synthesis-to-layout area growth: 29.3%
- DRC viols: 0
- Vias after detailed routing: 703
- Top-level port count: 12
- Status: complete, no violations
- Worst path bufs/invs: 1
- Horizontal die dimension: 90 um
- DR WL/cell: between 9 and 10 um
- CTS Buf Count: 3
- Buffers inserted during post-CTS setup optimization: 0
- Final core utilization: 0.262
- Crit-path max cell delay: 0.50 ns
- Via count of the first global-routing pass: roughly 660
- OpenROAD warnings: 30
- Clock tree from TritonCTS: done
- Weighted congestion at the end of routability-driven global placement: 0.761
- Maximum fanout count along the critical path: 5
- Remaining global-route overflow: 0
- DIE AREA: ~0.008 mm2
- Area of the mapped netlist: 957 um2
- Placed Area: ~0.0012 mm2
- Top cell family by delay on the critical path: simple AND/OR/NAND/NOR gates
- Slew Limit Headroom: 0.782
- # Max-Cap Violations: 0
==> cell families (layout without fill, tap and decap cells) <==
logic type	Yosys count	in the layout	synth area share
adders and majority gates	8	8	0.105
DFF	19	19	0.450
muxes	4	4	0.0549
buffers and inverters	7	25	0.0288
AOI/OAI and AO/OA	7	7	0.0484
and+or+nand+nor	45	45	0.222
xor gates and xnor gates	10	10	0.0915
==> state kept, by name (all words and copies together) (netlist names) <==
name	cells
cycle_count	11
index	4
state	2
tx	1
tx_done	1
==> per-stage QoR <==
stage / total power [mW] / worst slack [ns]
CTS: 1.03 / 0.0999
finish: 1.01 / 0.109
global placement: 0.780 / 0.130
floorplan: 0.610 / 0.118
detailed placement: 0.773 / 0.116
global route: 1.08 / 0.0208
==> cells in the final DEF (no fill, tap or decap) <==
cell	instances
sky130_fd_sc_hd__a21oi_1	4
sky130_fd_sc_hd__a31oi_1	1
sky130_fd_sc_hd__and3_1	1
sky130_fd_sc_hd__buf_12	1
sky130_fd_sc_hd__buf_4	4
sky130_fd_sc_hd__clkbuf_1	1
sky130_fd_sc_hd__clkbuf_8	3
sky130_fd_sc_hd__clkdlybuf4s50_1	11
sky130_fd_sc_hd__dfxtp_1	14
sky130_fd_sc_hd__edfxtp_1	5
sky130_fd_sc_hd__ha_1	8
sky130_fd_sc_hd__inv_1	5
sky130_fd_sc_hd__mux2i_1	3
sky130_fd_sc_hd__mux4_2	1
sky130_fd_sc_hd__nand2_1	9
sky130_fd_sc_hd__nand3_1	4
sky130_fd_sc_hd__nand3b_1	1
sky130_fd_sc_hd__nor2_1	20
sky130_fd_sc_hd__nor3_1	3
sky130_fd_sc_hd__nor4_1	2
sky130_fd_sc_hd__o211ai_1	1
sky130_fd_sc_hd__o211ai_2	1
sky130_fd_sc_hd__or2_2	1
sky130_fd_sc_hd__or2b_1	1
sky130_fd_sc_hd__or4_1	1
sky130_fd_sc_hd__or4_4	1
sky130_fd_sc_hd__or4b_1	1
sky130_fd_sc_hd__xnor2_1	8
sky130_fd_sc_hd__xor2_1	2
==> Yosys cell counts <==
cell type | count | area (um2)
sky130_fd_sc_hd__nand3_1 | 4 | 20.0
sky130_fd_sc_hd__mux4_2 | 1 | 22.5
sky130_fd_sc_hd__a31oi_1 | 1 | 6.26
sky130_fd_sc_hd__o211ai_2 | 1 | 12.5
sky130_fd_sc_hd__nand3b_1 | 1 | 7.51
sky130_fd_sc_hd__or4_4 | 1 | 11.3
sky130_fd_sc_hd__nor3_1 | 3 | 15.0
sky130_fd_sc_hd__nor4_1 | 2 | 12.5
sky130_fd_sc_hd__or2b_1 | 1 | 7.51
sky130_fd_sc_hd__dfxtp_1 | 14 | 280
sky130_fd_sc_hd__a21oi_1 | 4 | 20.0
sky130_fd_sc_hd__or4_1 | 1 | 7.51
sky130_fd_sc_hd__buf_2 | 1 | 5.00
sky130_fd_sc_hd__nor2_1 | 20 | 75.1
sky130_fd_sc_hd__or2_2 | 1 | 6.26
sky130_fd_sc_hd__nand2_1 | 9 | 33.8
sky130_fd_sc_hd__edfxtp_1 | 5 | 150
sky130_fd_sc_hd__or4b_1 | 1 | 10.0
sky130_fd_sc_hd__o211ai_1 | 1 | 7.51
sky130_fd_sc_hd__xor2_1 | 2 | 17.5
sky130_fd_sc_hd__inv_1 | 5 | 18.8
sky130_fd_sc_hd__mux2i_1 | 3 | 30.0
sky130_fd_sc_hd__and3_1 | 1 | 6.26
sky130_fd_sc_hd__xnor2_1 | 8 | 70.1
sky130_fd_sc_hd__ha_1 | 8 | 100
sky130_fd_sc_hd__clkbuf_1 | 1 | 3.75
==> routing by layer <==
metal  share of wire  global-route usage  vias to the layer above  wire, um
met5               0                   0                        -         0
li1                -                   -                      375         -
met4               0             0.00133                        0         0
met2            0.39              0.0636                       15       673
met3           0.039              0.0151                        0        68
met1            0.57              0.0680                      313       999
==> power groups by stage <==
stage     Clock, mW  Sequential (mW)  Combinational, mW
6_report      0.250            0.452              0.309
5_1_grt       0.273            0.459              0.352
4_1_cts       0.263            0.452              0.316
==> path summary, 6_finish.rpt <==
kind	startpoint	to	slack [ns]
worst min-delay path	cycle_count[0]	cycle_count[0]	0.52
worst min register to register	cycle_count[0]	cycle_count[0]	0.52
worst max-delay path	cycle_count[0]	state[0]	0.11
worst max register to register	cycle_count[0]	state[0]	0.11
==> layout make-up <==
class | instances | area [um2] | share of cell area
multi-input combinational | 74 | 499 | 0.403
sequential | 19 | 430 | 0.348
timing repair buffer | 16 | 160 | 0.129
tap | 67 | 83.8 | 0.0677
clock buffer | 4 | 45.0 | 0.0364
inverter | 5 | 18.8 | 0.0152
==> worst min-delay path, stage by stage (launching register included) <==
cell and delay [ns]:
sky130_fd_sc_hd__dfxtp_1 0.33, sky130_fd_sc_hd__buf_4 0.12, sky130_fd_sc_hd__nor2_1 0.04
Power is estimated from default activity; no workload was simulated.
